==> /design/flow/design.v <==
module true_dual_port_bram #(
    parameter DWIDTH      = 8,
    parameter DEPTH       = 256,
    parameter ADDR_W      = $clog2(DEPTH),
    parameter READ_SYNC   = 1,
    parameter WRITE_FIRST = 1      
)(
    input                         clk,
    input                         clk_en,
    input                         port_en_0,
    input                         wr_en_0,
    input      [ADDR_W-1:0]       addr_in_0,
    input      [DWIDTH-1:0]       data_in_0,
    output reg [DWIDTH-1:0]       data_out_0,
    input                         port_en_1,
    input                         wr_en_1,
    input      [ADDR_W-1:0]       addr_in_1,
    input      [DWIDTH-1:0]       data_in_1,
    output reg [DWIDTH-1:0]       data_out_1,
    input                         singleportmode,
    output reg                    collision_flag
);
    (* ram_style = "block" *) reg [DWIDTH-1:0] ram [0:DEPTH-1];
    integer i;
    initial begin
        for (i = 0; i < DEPTH; i = i + 1)
            ram[i] = {DWIDTH{1'b0}};
    end
    always @(posedge clk) begin
        if (clk_en)
            collision_flag <= (port_en_0 && port_en_1 && wr_en_0 && wr_en_1 && (addr_in_0 == addr_in_1));
    end
    generate
        if (READ_SYNC) begin : SYNC_READ
            always @(posedge clk) begin
                if (clk_en) begin
                    if (singleportmode) begin
                        if (port_en_0) begin
                            if (wr_en_0) begin
                                if (addr_in_0 <= 8'h0F)
                                    ram[addr_in_0] <= data_in_0;
                                if (WRITE_FIRST == 1)
                                    data_out_0 <= data_in_0;
                                else
                                    data_out_0 <= ram[addr_in_0];
                            end else begin
                                data_out_0 <= ram[addr_in_0];
                            end
                        end else begin
                            data_out_0 <= {DWIDTH{1'b0}};
                        end
                        data_out_1 <= {DWIDTH{1'b0}};
                    end else begin
                        if (port_en_0 && port_en_1 && wr_en_0 && wr_en_1) begin
                            if (addr_in_0 == addr_in_1) begin
                                ram[addr_in_0] <= data_in_0;
                                if (WRITE_FIRST == 1) begin
                                    data_out_0 <= data_in_0;
                                    data_out_1 <= data_in_0;
                                end else begin
                                    data_out_0 <= ram[addr_in_0];
                                    data_out_1 <= ram[addr_in_0];
                                end
                            end else begin
                                ram[addr_in_0] <= data_in_0;
                                ram[addr_in_1] <= data_in_1;
                                if (WRITE_FIRST == 1) begin
                                    data_out_0 <= data_in_0;
                                    data_out_1 <= data_in_1;
                                end else begin
                                    data_out_0 <= ram[addr_in_0];
                                    data_out_1 <= ram[addr_in_1];
                                end
                            end
                        end else if (port_en_0 && wr_en_0 && port_en_1 && !wr_en_1) begin
                            ram[addr_in_0] <= data_in_0;
                            if (WRITE_FIRST == 1)
                                data_out_0 <= data_in_0;
                            else
                                data_out_0 <= ram[addr_in_0];
                            data_out_1 <= ram[addr_in_1];
                        end else if (port_en_0 && !wr_en_0 && port_en_1 && wr_en_1) begin
                            ram[addr_in_1] <= data_in_1;
                            if (WRITE_FIRST == 1)
                                data_out_1 <= data_in_1;
                            else
                                data_out_1 <= ram[addr_in_1];
                            data_out_0 <= ram[addr_in_0];
                        end else if (port_en_0 && port_en_1 && !wr_en_0 && !wr_en_1) begin
                            data_out_0 <= ram[addr_in_0];
                            data_out_1 <= ram[addr_in_1];
                        end else begin
                            if (port_en_0) begin
                                if (wr_en_0)
                                    ram[addr_in_0] <= data_in_0;
                                if (WRITE_FIRST == 1 && wr_en_0)
                                    data_out_0 <= data_in_0;
                                else
                                    data_out_0 <= ram[addr_in_0];
                            end else begin
                                data_out_0 <= {DWIDTH{1'b0}};
                            end
                            if (port_en_1) begin
                                if (wr_en_1)
                                    ram[addr_in_1] <= data_in_1;
                                if (WRITE_FIRST == 1 && wr_en_1)
                                    data_out_1 <= data_in_1;
                                else
                                    data_out_1 <= ram[addr_in_1];
                            end else begin
                                data_out_1 <= {DWIDTH{1'b0}};
                            end
                        end
                    end
                end
            end
        end else begin : ASYNC_READ
            always @(posedge clk) begin
                if (clk_en) begin
                    if (port_en_0 && wr_en_0)
                        ram[addr_in_0] <= data_in_0;
                    if (port_en_1 && wr_en_1)
                        ram[addr_in_1] <= data_in_1;
                end
            end
            always @* begin
                if (port_en_0)
                    data_out_0 = ram[addr_in_0];
                else
                    data_out_0 = {DWIDTH{1'b0}};
                if (port_en_1)
                    data_out_1 = ram[addr_in_1];
                else
                    data_out_1 = {DWIDTH{1'b0}};
            end
        end
    endgenerate
endmodule
==> /design/flow/run.sh <==
#!/bin/bash
# OpenROAD 26Q1-2900-gdf79404cd8, Yosys 0.63+post, stock flow scripts
make -C /OpenROAD-flow-scripts/flow DESIGN_CONFIG=/design/flow/config.mk WORK_HOME=/design/flow/orfs finish
==> /design/flow/config.mk <==
export PLATFORM = sky130hd
export DESIGN_NAME = true_dual_port_bram
export DESIGN_NICKNAME = true_dual_port_bram
export VERILOG_FILES = /design/flow/design.v
export SDC_FILE = /design/flow/constraint.sdc
export NUM_CORES = 4
export LEC_CHECK = 1
export CORE_UTILIZATION = 30
==> /design/flow/constraint.sdc <==
current_design true_dual_port_bram

set clk_period 9.7
set clk_io_pct 0.2

create_clock -name clk0 -period $clk_period [get_ports {clk}]

set non_clock_inputs [all_inputs -no_clocks]
set_input_delay [expr $clk_period * $clk_io_pct] -clock clk0 $non_clock_inputs
set_output_delay [expr $clk_period * $clk_io_pct] -clock clk0 [all_outputs]
==> summary.txt <==
yosys + openroad results -> DRT Pass-1 Iters 5, Max Freq between 0.15 and 0.2 GHz, OpenROAD warnings 35, H-tree level count 4, worst path cell trace buf_8, buf_4, buf_4, buf_4, mux4_2, mux4_2, nand2_1, o2111ai_1, a21oi_1, a41oi_1, buf_4, clk root buf clkbuf_16, CTS resizes 0, filler instances around 39000, CP Class in2reg, Hold Fails Final Rpt 0, Critical Path Most Common Cell buf_4, Yosys warnings 1, initial antenna violation count between 60 and 70, CTS Buf Count ~240, IO Pins roughly 56, fin crit period between 6000 and 7000 ps, Dominant flop cell edfxtp_1, largest net degree at the start of global routing roughly 100, Fin Setup TNS 0 ps, CTS tree built, Critical-path top delay cell buf_4, Post-synth seq share 0.4992, # DRC 0, GP Congestion 1.070, total number of vias around 80000, DPL Wire Length 371400 um, Hold/Removal Path Class reg2reg, CP max stage delay around 640 ps, DR iter-0 viols between 6000 and 7000, Avg Cell Area, Syn approximately 16 um^2, Util after Layout 0.3418, Cell Type Count around 86, FP Core Util 0.3022, Crit Path Max Fanout 38, Pwr Total around 22 mW, top cells by count edfxtp_1, mux2_2, mux4_2, Top cell area share 0.4992, core area just over 400000 um^2, static leakage 44.00 nW, Tcrit/Tclk final 0.6531, failing checks max-capacitance violations, max-slew violations, vias in the first global route between 80000 and 90000, Flops after synth between 2000 and 2500, grt peak-use layer met2, met2 Use GR 0.3870, met1 GRT Util 0.3009, worst vdd ir about 0.17 mV, chip area line of the yosys report 124200 um^2, die area ~420000 um^2, GR Util met3 0.2127, first-pass GRT wire length 745200 um, most frequent cell after synthesis edfxtp_1, Post-Syn Area between 100000 and 150000 um^2, gr ovfl total 0, cell accounting for the most synthesized area edfxtp_1, max-capacitance violation count 1, share of layout cells above drive strength 1 0.5445, clk_skew 82.90 ps, Req. time, crit path ~10000 ps, clock buffer depth 4, Reg clk slew, reported paths ~70 ps, Post-synth area hogs edfxtp_1, mux4_2, mux2_2, flip-flops with a built-in enable 2065, # rows 235, outcome complete, but fails checks, Area Growth Syn to Fin 13.09%, routed wire length per instance 41.09 um, Via density ~6, DIE HEIGHT about 650 um, power density cells around 160 nW/um^2, total track usage 0.2781, yosys stat cell total approximately 7700, Port Buffer Count approximately 55, WL final between 500000 and 600000 um, Hold-fix buffers, CTS 0, Synth async-reset ratio 0, Data arrival, critical path a little over 7000 ps, slew margin rel. -0.05240, RSZ-0062 raised after global routing false, MI comb area a little under 60000 um^2, CP endpoint kind flop, Die Width 645.5 um, Clock Sinks 2065, Least-Margin Pin Slew 1535 ps, post-route antenna net violation count 0, Max Transition Viols Final 2, critical path launch point type input pin, synthesized instance count 7682, Worst-Skew Late Latency about 1000 ps, dpl ws 2645 ps, final worst slack roughly 3400 ps, register area a little over 60000 um^2, Post-CTS Setup Repair Bufs 0, setup violators final 0
[layout make-up]
class | instances | area share
Multi-Input combinational cell | 4694 | 0.4153
Clock inverter | 161 | 0.01236
Inverter | 6 | 0.0001959
Timing Repair Buffer | 650 | 0.03734
Clock buffer | 271 | 0.04343
Tap cell | 5451 | 0.04855
Sequential cell | 2065 | 0.4414
Antenna cell | 81 | 0.001443
[worst paths after layout]
kind / startpoint / end / slack [ps] / cells past startpoint
setup / recovery: addr_in_0[1] / data_out_0[4]$_DFFE_PP_ / 3360 / 11
hold / removal: ram[3][4]$_DFFE_PP_ / data_out_1[4]$_SDFFCE_PP0P_ / 1070 / 6
setup reg to reg: ram[119][6]$_DFFE_PP_ / data_out_1[6]$_SDFFCE_PP0P_ / 5570 / 7
hold reg to reg: ram[3][4]$_DFFE_PP_ / data_out_1[4]$_SDFFCE_PP0P_ / 1070 / 6
[per-layer routing]
layer / vias up / part of all wire / routed length (um)
met1: 42529 / 0.32 / 174300
li1: 31772 / - / -
met4: 53 / 0.072 / 39580
met5: - / 0.0029 / 1586
met2: 6146 / 0.43 / 238000
met3: 1251 / 0.18 / 96350
[sequential cells by signal, indices dropped and copies added (netlist names)]
| name | flops |
|---|---|
| collision_flag | 1 |
| data_out_0 | 8 |
| data_out_1 | 8 |
| ram | 2048 |
[layout by cell type, fill, tap and decap left out, types with 14 or more instances in the layout]
cell type        instances
a211oi_1                14
a21oi_1                 31
a221oi_1                17
a22o_1                  19
a22oi_1                 74
a31oi_1                 15
buf_4                  584
buf_8                   21
bufinv_16               31
clkbuf_1                32
clkbuf_16              239
clkdlybuf4s50_1         23
clkinv_1                47
clkinv_2                54
diode_2                 81
edfxtp_1              2065
mux2_1                  80
mux2_2                1991
mux2i_1                218
mux4_2                1106
nand2_1                228
nand2_2                 40
nand3_1                 46
nand4_1                 14
nor2_1                  86
nor2_2                 103
nor2b_1                 19
nor3_1                  38
o21ai_0                161
o22ai_1                164
o32ai_1                 14
[worst max-delay path, delay by kind of cell]
| kind | cells | cell delay [ps] |
|---|---|---|
| AND/OR/NAND/NOR | 1 | 390 |
| buffers and inverters | 5 | 2170 |
| AND-OR/OR-AND | 3 | 1370 |
| multiplexers | 2 | 1050 |
[per-stage QoR]
stage | area, um^2 | std cells | hold WS [ps]
after global placement | 132400 | 12866 | 1054
after floorplan | 124200 | 7682 | 859.3
after CTS | 140300 | 13298 | 1056
after global routing | 140300 | 13322 | 1119
final | 140500 | 13379 | 1069
after detailed placement | 132400 | 12866 | 1035
[power by group]
| part | switching, mW | internal (mW) | total [mW] |
|---|---|---|---|
| combinational | 1.68 | 0.959 | 2.64 |
| sequential | 0.0207 | 9.82 | 9.85 |
| clock | 3.97 | 5.33 | 9.30 |
| total | 5.67 | 16.1 | 21.8 |
[cells by family after synthesis]
family                 Yosys count  synth area share
flip-flops                    2065            0.4992
multiplexers                  3402            0.4071
XOR/XNOR                         8         0.0005640
AND/OR/NAND/NOR                692           0.02824
buffers and inverters          923           0.03356
AND-OR/OR-AND                  592           0.03135
Power and IR drop assume default switching activity.
